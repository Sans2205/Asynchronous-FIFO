## design.v

```verilog
module AsynchFIFO #(parameter DATASIZE = 8,
parameter ADDRSIZE = 4)
(output [DATASIZE-1:0] rdata,
output wfull,
output rempty,
input [DATASIZE-1:0] wdata,
input winc, wclk, wrst_n,
input rinc, rclk, rrst_n);
wire [ADDRSIZE-1:0] waddr, raddr;
wire [ADDRSIZE:0] wptr, rptr, wq2_rptr, rq2_wptr;
sync_r2w sync_r2w (.wq2_rptr(wq2_rptr), .rptr(rptr),
.wclk(wclk), .wrst_n(wrst_n));
sync_w2r sync_w2r (.rq2_wptr(rq2_wptr), .wptr(wptr),
.rclk(rclk), .rrst_n(rrst_n));
fifomem #(DATASIZE, ADDRSIZE) fifomem
(.rdata(rdata), .wdata(wdata),
.waddr(waddr), .raddr(raddr),
.wclken(winc), .wfull(wfull),
.wclk(wclk));
rptr_empty #(ADDRSIZE) rptr_empty
(.rempty(rempty),
.raddr(raddr),
.rptr(rptr), .rq2_wptr(rq2_wptr),
.rinc(rinc), .rclk(rclk),
.rrst_n(rrst_n));
wptr_full #(ADDRSIZE) wptr_full
(.wfull(wfull), .waddr(waddr),
.wptr(wptr), .wq2_rptr(wq2_rptr),
.winc(winc), .wclk(wclk),
.wrst_n(wrst_n));
endmodule
module fifomem #(parameter DATASIZE = 8,  
parameter ADDRSIZE = 4)  
(output [DATASIZE-1:0] rdata,
input [DATASIZE-1:0] wdata,
input [ADDRSIZE-1:0] waddr, raddr,
input wclken, wfull, wclk);
localparam DEPTH = 1<<ADDRSIZE;
reg [DATASIZE-1:0] mem [0:DEPTH-1];
assign rdata = mem[raddr];
always @(posedge wclk) begin
if (wclken && !wfull) mem[waddr] <= wdata;  end
endmodule
module rptr_empty #(parameter ADDRSIZE = 4)
(output reg rempty,
output [ADDRSIZE-1:0] raddr,
output reg [ADDRSIZE :0] rptr,
input [ADDRSIZE :0] rq2_wptr,
input rinc, rclk, rrst_n);
reg [ADDRSIZE:0] rbin;
wire [ADDRSIZE:0] rgraynext, rbinnext;
always @(posedge rclk or negedge rrst_n)
	begin
		if (!rrst_n)
				begin
					rbin <= 0;
					rptr <= 0;
				end
		else begin
				rbin <= rbinnext;
				rptr <= rgraynext;
			  end
	end
assign raddr = rbin[ADDRSIZE-1:0];
assign rbinnext = rbin + (rinc & ~rempty);
assign rgraynext = (rbinnext>>1) ^ rbinnext;
assign rempty_val = (rgraynext == rq2_wptr);
always @(posedge rclk or negedge rrst_n)
	begin
		if (!rrst_n) rempty <= 1'b1;
		else rempty <= rempty_val;
	end
endmodule
module sync_r2w #(parameter ADDRSIZE = 4)
(output reg [ADDRSIZE:0] wq2_rptr,
input [ADDRSIZE:0] rptr,
input wclk, wrst_n);
reg [ADDRSIZE:0] wq1_rptr;
always @(posedge wclk or negedge wrst_n)
	begin
		if (!wrst_n)
			begin
				wq2_rptr <= 0;
				wq1_rptr <= 0;
			end
		else begin
					wq2_rptr <= wq1_rptr;
					wq1_rptr <= rptr;
				end
	end
endmodule
module sync_w2r #(parameter ADDRSIZE = 4)
(output reg [ADDRSIZE:0] rq2_wptr,
input [ADDRSIZE:0] wptr,
input rclk, rrst_n);
reg [ADDRSIZE:0] rq1_wptr;
always @(posedge rclk or negedge rrst_n)
	begin
		if (!rrst_n)
			begin
				rq1_wptr <= 0;
				rq2_wptr <= 0;
			end
		else begin
				rq2_wptr <= rq1_wptr;
				rq1_wptr <= wptr;
			  end
end
endmodule
module wptr_full #(parameter ADDRSIZE = 4)
(output reg wfull,
output [ADDRSIZE-1:0] waddr,
output reg [ADDRSIZE :0] wptr,
input [ADDRSIZE :0] wq2_rptr,
input winc, wclk, wrst_n);
reg [ADDRSIZE:0] wbin;
wire [ADDRSIZE:0] wgraynext, wbinnext;
always @(posedge wclk or negedge wrst_n)
	begin
		if (!wrst_n) 
			begin
				wbin <=0;
				wptr <= 0;
			end
		else begin
				wbin  <= wbinnext;
				wptr <= wgraynext;
			  end
	end
assign waddr = wbin[ADDRSIZE-1:0];
assign wbinnext = wbin + (winc & ~wfull);
assign wgraynext = (wbinnext>>1) ^ wbinnext;
assign wfull_val = (wgraynext=={~wq2_rptr[ADDRSIZE:ADDRSIZE-1],
wq2_rptr[ADDRSIZE-2:0]});
always @(posedge wclk or negedge wrst_n)
	begin
		if (!wrst_n) wfull <= 1'b0;
		else wfull <= wfull_val;
	end 
endmodule
```

## run.sh

```bash
#!/bin/bash
# OpenROAD 26Q1-2900-gdf79404cd8, Yosys 0.63+post, stock flow scripts
make -C /OpenROAD-flow-scripts/flow DESIGN_CONFIG=/design/flow/config.mk WORK_HOME=/design/flow/orfs finish
```

## config.mk

```make
export PLATFORM = sky130hd
export DESIGN_NAME = AsynchFIFO
export DESIGN_NICKNAME = AsynchFIFO
export VERILOG_FILES = /design/flow/design.v
export SDC_FILE = /design/flow/constraint.sdc
export NUM_CORES = 4
export LEC_CHECK = 1
export CORE_UTILIZATION = 40
```

## constraint.sdc

```tcl
current_design AsynchFIFO

set clk_period 5.9
set clk_io_pct 0.2

create_clock -name clk0 -period $clk_period [get_ports {rclk}]
create_clock -name clk1 -period $clk_period [get_ports {wclk}]

set non_clock_inputs [all_inputs -no_clocks]
set_input_delay [expr $clk_period * $clk_io_pct] -clock clk0 $non_clock_inputs
set_output_delay [expr $clk_period * $clk_io_pct] -clock clk0 [all_outputs]
```

==> results.yml <==
# physical design summary
outcome:
  status: "completed"
power_and_ir_drop:
  combPwrFrac_pct: 28.5
  leakagePower_uw: 0.00263
  peakVddDrop_v: 0.000379
  p_sw_uw: 1160
  swShare_pct: 29.3
  clkPwrFrac_pct: 29.2
  p_int_uw: 2780
  pwr-share-seq_pct: 42.4
  p_per_area_mw_per_mm2: 522
clock_tree:
  cts_tree: "yes"
  hold_buffers: 0
  post_cts_buffers: 0
  cts.repair.resized: 0
  clock_sinks: 168
  clk_pin_slew_ns: 0.06
routing:
  met1Wirelength_um: 4740
  drc: 0
  firstDrtPassIters: 4
  wl_met3_um: 1260
  wl_met2_um: 5480
  viasPerCell: 5.12
  routed-via-count: 3031
  num_antenna_cells: 0
  drtIter0Drc: 158
  top_layer_used: "met4"
  wire_per_inst_um: 19.6
  ant_nets: 0
  wl_um: 11600
synth:
  synth-warning-count: 7
  synthCells: 322
  synth_area_mm2: 0.00636
  synthAdderAreaFrac_pct: 0.787
  ys_types: 28
  synth_stat.cells: 322
  aoi_share_pct: 2.38
  mux_share_pct: 11.3
  synth_area_per_cell_um2: 19.8
  ys_seq_share_pct: 76.2
  ys_chip_area_mm2: 0.00636
  simple_gate_area_share_pct: 3.89
  logic_family: "multiplexers"
  synth-xor-area-share_pct: 4.01
  ys.flops: 168
critical_path:
  path_delay_family: "buffers and inverters"
  slowest_delay_ns: 0.74
  critPathSlowestCell: "dfrtp_2"
  crit_chain: "buf_4 > mux4_2 > a22oi_1 > nand2_1 > clkdlybuf4s50_1"
  cp.required_ns: 4.72
  critPathKind: "flop to primary output"
  arrival_ns: 2.76
  start_kind: "flop"
  cp_max_fo: 18
  endpoint_kind: "primary output"
  worstPathBufferInverterCount: 2
placed_design:
  dp.final_hpwl_um: 7160
  gp_congestion: 0.749
  port_buffers: 22
  dp_cells: 556
  placed_area_mm2: 0.00690
cells_and_area:
  flop_area_mm2: 0.00485
  fin_cells: 592
  layout-drive-gt1-share_pct: 22.3
  fin_area_mm2: 0.00754
  final.fill_count: 1234
  area_growth_pct: 18.6
  mi_logic_area_mm2: 0.00143
floorplanning:
  num_rows: 45
  initCoreUtil_pct: 41.4
  core_mm2: 0.0154
  fp.dieW_um: 128
  ios: 24
  die_h_um: 128
  chipArea_mm2: 0.0164
final_timing:
  slew_viol_final: 0
  finalSetupViolCount: 0
  max_slew_margin_pct: 38.7
  rsz0062_at_grt: "false"
  setup_tns_ns: 0
  hold_viol: 0
  clock_skew_ns: 0.00523
  tightest_slew_ns: 0.916
  hold_slack_ns: 0.197
global_routing:
  grt_pass1_wl_um: 18400
  antenna_found_initial: 0
  overflow: 0
  grtUsageTotal_pct: 16.9
  grt_pass1_vias: 3227
  grt_max_degree: 33
worst_hold_path:
  holdCritPathClass: "flop to flop"
flow_run:
  drv_cap: 0
  tool_warnings: 26
cells in the final DEF (no fill, tap or decap):
master	n
inv_6	5
edfxtp_1	128
dfrtp_1	38
inv_8	1
and3_1	1
inv_1	6
nand3_1	8
mux4_2	32
clkdlybuf4s50_1	22
and2b_1	1
dfrtp_2	1
clkinv_2	2
clkbuf_1	2
xor2_1	13
a22oi_1	16
a221oi_2	1
nor3_1	4
nand2_1	13
nor2_1	15
nand2b_1	3
clkinv_1	1
clkbuf_8	1
bufinv_16	1
clkinv_4	1
nor2b_1	2
a221oi_1	1
and2_1	1
a21boi_0	1
clkbuf_16	20
xnor2_1	9
xor3_1	1
xnor3_1	1
ha_1	4
xnor2_2	1
dfstp_2	1
or3_1	5
clkinvlp_4	2
buf_4	16
per-layer routing:
metal / up-vias / track usage (%)
met1: 1545 / 24.5
met4: 0 / 1.59
met2: 131 / 24.7
met5: - / 0
met3: 7 / 10.0
li1: 1348 / -
cells in the mapped netlist (all sizes together):
master	instances	area, um^2
edfxtp	128	3840
dfrtp	39	976
mux4	32	721
a22oi	16	120
nor2	15	56.3
nand2	13	48.8
xor2	13	114
buf	10	48.8
xnor2	10	95.1
nand3	8	40.0
inv	6	22.5
clkbuf	5	18.8
or3	5	31.3
ha	4	50.1
nor3	4	20.0
nand2b	3	18.8
a221oi	2	23.8
nor2b	2	12.5
a21boi	1	7.51
and2	1	6.26
and2b	1	7.51
and3	1	6.26
dfstp	1	26.3
xnor3	1	22.5
xor3	1	23.8
flip-flops by register name, summed over array words and instances, names as in the netlist:
signal and flops:
wptr_full.wfull 1, rptr_empty.rempty 1, sync_r2w.wq2_rptr 5, sync_w2r.rq2_wptr 5, sync_w2r.rq1_wptr 5, wptr_full.wbin 4
sync_r2w.wq1_rptr 5, rptr_empty.rptr 5, fifomem.mem 128, rptr_empty.rbin 4, wptr_full.wptr 5
final cells by class:
cell class	count	share of cell area (%)
repair buffers	38	4.51
clock buffers	23	6.92
well taps	211	3.50
inverters	6	0.299
clock inverters	13	1.63
flip-flops and latches	168	64.3
multi-input cells	133	18.9
stage by stage:
stage	util (%)	total power [uW]	worst slack, ns
after detailed placement	44.9	2810	2.17
after CTS	49.1	3980	1.87
final	49.1	3940	1.96
after floorplan	-	2410	3.09
after global placement	44.9	2810	2.18
after global routing	49.1	4170	1.75
worst reg2reg max path: stages, from the launching register on:
cell      delay (ns)
dfrtp_2         0.74
ha_1            0.31
ha_1            0.24
xor2_1          0.32
xor2_1          0.15
or3_1           0.38
a221oi_2        0.25
cells by family after synthesis:
logic type / after synthesis
AOI/OAI and AO/OA: 19
xor gates and xnor gates: 25
DFF: 168
and+or+nand+nor: 53
muxes: 32
buffers and inverters: 21
adders and majority gates: 4
power by group through the flow:
stage	clock (uW)	combinational (uW)	sequential, uW
CTS	1180	1130	1680
global route	1230	1240	1700
finish	1150	1120	1670
worst paths after layout:
path	slack, ns	cells past startpoint	end	startpoint
worst max-delay path	1.96	5	rdata[1]	rptr_empty.rbin[0]
worst min-delay path	0.20	0	sync_r2w.wq1_rptr[3]	rptr_empty.rptr[3]
worst max register to register	3.42	6	rptr_empty.rempty	rptr_empty.rbin[0]
worst min register to register	0.20	0	sync_r2w.wq1_rptr[3]	rptr_empty.rptr[3]
max in group clk1	2.83	9	wptr_full.wfull	winc
max in group asynchronous	4.38	2	rptr_empty.rempty	rrst_n
min in group clk0	0.35	0	sync_w2r.rq2_wptr[0]	sync_w2r.rq1_wptr[0]
min in group asynchronous	1.10	2	wptr_full.wbin[3]	wrst_n
Power is estimated from default activity; no workload was simulated.
